===== /design/flow/config.mk =====
export PLATFORM = sky130hd
export DESIGN_NAME = input_matrix
export DESIGN_NICKNAME = input_matrix
export VERILOG_FILES = /design/flow/design.v
export SDC_FILE = /design/flow/constraint.sdc
export NUM_CORES = 4
export LEC_CHECK = 1
export CORE_AREA = 10 10 209 209
export DIE_AREA = 0 0 219 219

===== /design/flow/constraint.sdc =====
current_design input_matrix

set clk_period 1.5
set clk_io_pct 0.2

create_clock -name clk0 -period $clk_period [get_ports {clk}]

set non_clock_inputs [all_inputs -no_clocks]
set_input_delay [expr $clk_period * $clk_io_pct] -clock clk0 $non_clock_inputs
set_output_delay [expr $clk_period * $clk_io_pct] -clock clk0 [all_outputs]

===== /design/flow/design.v =====
`timescale 1ns / 1ps
module input_matrix(
    input clk,
    input rst,
    input[31:0] S_00, input[31:0] S_01, input[31:0] S_02, input[31:0] S_03,
    input[31:0] S_10, input[31:0] S_11, input[31:0] S_12, input[31:0] S_13,
    input[31:0] S_20, input[31:0] S_21, input[31:0] S_22, input[31:0] S_23,
    input[31:0] S_30, input[31:0] S_31, input[31:0] S_32, input[31:0] S_33,
    output out_00, output out_01, output out_02, output out_03,
    output out_10, output out_11, output out_12, output out_13,
    output out_20, output out_21, output out_22, output out_23,
    output out_30, output out_31, output out_32, output out_33
    );
    reg [31:0] input_matrix[0:3][0:3];
    shift_register S00(clk, rst, input_matrix[0][0], out_00);
    shift_register S01(clk, rst, input_matrix[0][1], out_01);
    shift_register S02(clk, rst, input_matrix[0][2], out_02);
    shift_register S03(clk, rst, input_matrix[0][3], out_03);
    shift_register S10(clk, rst, input_matrix[1][0], out_10);
    shift_register S11(clk, rst, input_matrix[1][1], out_11);
    shift_register S12(clk, rst, input_matrix[1][2], out_12);
    shift_register S13(clk, rst, input_matrix[1][3], out_13);
    shift_register S20(clk, rst, input_matrix[2][0], out_20);
    shift_register S21(clk, rst, input_matrix[2][1], out_21);
    shift_register S22(clk, rst, input_matrix[2][2], out_22);
    shift_register S23(clk, rst, input_matrix[2][3], out_23);
    shift_register S30(clk, rst, input_matrix[3][0], out_30);
    shift_register S31(clk, rst, input_matrix[3][1], out_31);
    shift_register S32(clk, rst, input_matrix[3][2], out_32);
    shift_register S33(clk, rst, input_matrix[3][3], out_33);
    always@(posedge clk or posedge rst)
        begin
            if(rst == 1'b1)
                begin
                    input_matrix[0][0] <= 32'b0; input_matrix[0][1] <= 32'b0; input_matrix[0][2] <= 32'b0; input_matrix[0][3] <= 32'b0;
                    input_matrix[1][0] <= 32'b0; input_matrix[1][1] <= 32'b0; input_matrix[1][2] <= 32'b0; input_matrix[1][3] <= 32'b0;
                    input_matrix[2][0] <= 32'b0; input_matrix[2][1] <= 32'b0; input_matrix[2][2] <= 32'b0; input_matrix[2][3] <= 32'b0;
                    input_matrix[3][0] <= 32'b0; input_matrix[3][1] <= 32'b0; input_matrix[3][2] <= 32'b0; input_matrix[3][3] <= 32'b0;
                end
            else if(rst == 1'b0)
                begin
                    input_matrix[0][0] <= S_00; input_matrix[0][1] <= S_01; input_matrix[0][2] <= S_02; input_matrix[0][3] <= S_03;
                    input_matrix[1][0] <= S_10; input_matrix[1][1] <= S_11; input_matrix[1][2] <= S_12; input_matrix[1][3] <= S_13;
                    input_matrix[2][0] <= S_20; input_matrix[2][1] <= S_21; input_matrix[2][2] <= S_22; input_matrix[2][3] <= S_23;
                    input_matrix[3][0] <= S_33; input_matrix[3][1] <= S_32; input_matrix[3][2] <= S_31; input_matrix[3][3] <= S_30;
                end
        end
endmodule
`timescale 1ns / 1ps
module shift_register(
    input clk,
    input rst,
    input in,
    output reg out
    );
    reg [31:0] shift_reg;   
    always @(posedge clk or posedge rst) begin
        if (rst == 1'b1) begin
            shift_reg <= 32'b0;   
            out <= 1'b0;          
        end else begin
            shift_reg <= {shift_reg[30:0], in};   
            out <= shift_reg[0];                  
        end
    end
endmodule

===== /design/flow/run.sh =====
#!/bin/bash
# OpenROAD 26Q1-2900-gdf79404cd8, Yosys 0.63+post, stock flow scripts
make -C /OpenROAD-flow-scripts/flow DESIGN_CONFIG=/design/flow/config.mk WORK_HOME=/design/flow/orfs finish

==> metrics.cfg <==
[clocking]
clockBufferDepth=2
cts_made_buffers=5
clock_sinks=48
clk_latency_ns=0.29
root_buffer=clkbuf_16
postCtsSetupRepairBufs=0
hold_buffers=0
clk_pin_slew_worst_paths_ns=0.07
h-tree-depth=2
tritoncts=yes

[final_timing]
max_slew_margin_pct=86.6
rsz0062_at_grt=no
setup_ws_ns=0.0521
final_max_slew_viol_count=0
fin_skew_ns=0.00274
period_minus_slack_ns=1.45
hold_violations=0
max_freq_ghz=0.691
setup_viol=0
min_period_over_period_pct=96.5
fin_tns_setup_ns=0
worstMarginPinSlew_ns=0.200

[logic_synthesis]
synthTopCellsByCount=48 x dfrtp_1, 9 x mux2_4, 7 x mux2_2
synth_area_sq_mm=0.00145
yosys_area_sq_mm=0.00145
yosys_cells=67
avgSynthCellArea_sq_um=21.6
top_area_cell=dfrtp_1
enable_flop_cells=0
ff_type=dfrtp_1
yosysTopAreaCellShare_pct=82.8
yosys.stat.seqShare_pct=82.8
numSynthFlops=48
area_leaders=dfrtp_1 83%, mux2_4 9.3%, mux2_2 5.4%, buf_12 1.4%, buf_6 0.78%
yosysWarnings=4
syn_inst=67
synthArstFlopShare_pct=100
top_cell=dfrtp_1
synth_cell_type_count=6

[worst_setup_path]
crit_type=reg2out
start_kind=flop
r2r_start=input_matrix[12][0]
startpoint=S31.out
cp_data_arrival_time_ns=1.15
critPathMaxStageDelay_ns=0.53
reg2reg_slack_ns=0.74
r2r-end=input_matrix[12][0]
cp.required_ns=1.20
path_buffers=1
cp_max_fo=1
path_cells=clkdlybuf4s50_1
cp-end-kind=output pin
r2r_cells=1
critPathTopFamily=buffers and inverters
cpMaxStageDelayCell=clkdlybuf4s50_1

[job]
warnings=521
cap_violations=0

[pwr]
ir_drop_mv=0.565
power_density_mw_per_mm2=1210
leakage_nw=0.922

[worst_hold_path]
hold_class=reg2reg
hold_end=S33.out
hold_path_depth=0
hp-start=S33.shift_reg[0]

[routing]
drcViolationCount=0
drtIter0Drc=1
viasPerCell=1.09
wl_per_cell_microns=6.64
antennaDiodeCount=0
first_pass_iters=2
drtAntennaViolNets=0
routed_wl_mm=4.17
vias=687

[placement]
gp_congestion=0.634
hpwl_mm=3.40
port-buffer-count=33
dp_worst_setup_slack_ns=0.0213

[global_route]
gr-total-overflow=0
grtUsageTotal_pct=1.77
grt_pass1_vias=748
antenna_found_initial=4
grt_pass1_wl_mm=5.72
grt_max_degree=34

[floorplanning]
dieArea_sq_mm=0.0480
io_pins=530
initial_core_util_pct=3.73
core_sq_mm=0.0389
rows=72
die_x_microns=219
die_h_microns=219

[status]
status=completed

[final_layout]
syn_to_final_growth_pct=82.3
utilization_pct=6.79
drive_gt1_share_pct=26.4
regMostFlops=input_matrix
largest_reg_flops=16

[metal layers]
layer  vias to the layer above  track usage [%]  part of all wire, %
met5                         -                0                 0.70
met4                         6            0.368                  2.6
met3                        13             1.43                   14
met2                        25             2.89                   48
met1                       340             1.71                   34
li1                        303                -                    -
[report_power, final]
part | switching (mW) | internal (mW) | total (mW)
registers | 0.0458 | 1.42 | 1.47
logic | 0.0843 | 0.166 | 0.250
clock network | 0.512 | 0.962 | 1.47
total | 0.642 | 2.55 | 3.19
[layout by cell type (no fill, tap or decap)]
cell	synthesis	layout
dfrtp_1	48	48
clkdlybuf4s50_1	0	28
inv_6	0	1
mux2_2	7	7
clkinvlp_4	0	1
buf_4	0	2
mux2_4	9	9
bufinv_16	0	2
dlygate4sd2_1	0	5
clkbuf_16	0	5
buf_12	1	2
[layout make-up]
| type | instances | area [sq um] |
|---|---|---|
| repair buffers | 37 | 379 |
| inverters | 1 | 7.51 |
| fillers | 4553 | 36300 |
| well taps | 518 | 648 |
| flip-flops and latches | 48 | 1200 |
| clock inverters | 3 | 68.8 |
| clock buffers | 5 | 125 |
| multi-input cells | 16 | 214 |
[worst max-delay path by stage]
stage	to	slack, ns	cells after the start
CTS	out_31	0.007	1
global route	out_31	0.007	1
finish	out_31	0.05	1
[stage by stage]
step / instance area [sq um] / instances / total power [mW] / hold slack, ns
final: 2640 / 628 / 3.19 / 0.349
after global routing: 2640 / 628 / 3.34 / 0.359
after CTS: 2640 / 628 / 3.29 / 0.350
after detailed placement: 2460 / 620 / 1.77 / 0.335
after global placement: 2460 / 620 / 1.77 / 0.334
after floorplan: 1450 / 67 / 1.56 / 0.331
[repair_timing]
action,CTS,global route
gates resized,5,0
endpoints found under the hold margin,0,0
endpoints found under the setup margin,5,0
[logic make-up after synthesis]
group	count (synthesis)	synth area share (%)
buffers and inverters	3	2.42
muxes	16	14.8
DFF	48	82.8
Power is estimated from default activity; no workload was simulated.
